==> flow/design.v <==
package libMdlu;
    parameter MDLU_MULT = 0;
    parameter MDLU_DIV = 1;
    parameter MDLU_ZERO = 2;
endpackage
package libAlu;
    parameter ALU_ADD = 0;
    parameter ALU_AND = 1;
    parameter ALU_LUI = 2;
    parameter ALU_OR = 3;
    parameter ALU_SLL = 4;
    parameter ALU_SLT = 5;
    parameter ALU_SRA = 6;
    parameter ALU_SRL = 7;
    parameter ALU_SUB = 8;
    parameter ALU_ZERO = 9;
    parameter ALU_MULT = 10;
    parameter ALU_DIV = 11;
    parameter ALU_MFHI = 12;
    parameter ALU_MFLO = 13;
    parameter ALU_NOR = 14;
    parameter ALU_XOR = 15;
endpackage
package libInstructions;
    parameter R =    6'b000000;
    parameter J =    6'b000010;
    parameter BEQ =  6'b000100;
    parameter BNE =  6'b000101;
    parameter SLT =  6'b101010;
    parameter LW =   6'b100011;
    parameter SW =   6'b101011;
    parameter LUI =  6'b001111;
    parameter ADDI = 6'b001000;
    parameter ANDI = 6'b001100;
    parameter ORI =  6'b001101;
    parameter XORI = 6'b001110;
    parameter SLTI = 6'b001010;
endpackage
package libFunctions;
    parameter FUNC_ADD = 6'b100000; 
    parameter FUNC_SUB = 6'b100010;
    parameter FUNC_SLLV = 6'b000100;
    parameter FUNC_SRLV = 6'b000110;
    parameter FUNC_SRAV = 6'b000011;
    parameter FUNC_AND = 6'b100100;
    parameter FUNC_OR = 6'b100101;
    parameter FUNC_XOR = 6'b100110;
    parameter FUNC_SLT = 6'b101010;
    parameter FUNC_MULT = 6'b011000;
    parameter FUNC_DIV = 6'b011010;
    parameter FUNC_MFHI = 6'b010000;
    parameter FUNC_MFLO = 6'b010010;
endpackage
package libAritimeticalControl;
    parameter ARCTRL_ZERO = 0;
    parameter ARCTRL_FUNC = 1;
    parameter ARCTRL_ADD = 2;
    parameter ARCTRL_SUB = 3;
    parameter ARCTRL_LU = 4;
    parameter ARCTRL_AND = 5;
    parameter ARCTRL_OR = 6;
    parameter ARCTRL_XOR = 7;
    parameter ARCTRL_SLT = 8;
endpackage
module id_ex(
    input logic clk,
    input logic reset,
    input logic hazard,
    input logic branchControlExInput,
    input logic [31:0] pc4Input,
    input logic memToRegInput,
    input logic regWriteInput,
    input logic memWriteInput,
    input logic memReadInput,
    input logic [3:0] aluOpInput,
    input logic aluSrcInput,
    input logic regDstInput,
    input logic [1:0] branchInput,
    input logic [31:0] immediateExtendedInput,
    input logic [25:21] addressRsInput,
    input logic [20:16] addressRtInput,
    input logic [15:11] addressRdInput,
    input logic [31:0] dataRsInput,
    input logic [31:0] dataRtInput,
    input logic [5:0] funcInput,
    output logic [31:0] pc4Output,
    output logic memToRegOutput,
    output logic regWriteOutput,
    output logic memWriteOutput,
    output logic memReadOutput,
    output logic [3:0] aluOpOutput,
    output logic aluSrcOutput,
    output logic regDstOutput,
    output logic [1:0] branchOutput,
    output logic [31:0] immediateExtendedOutput,
    output logic [25:21] addressRsOutput,
    output logic [20:16] addressRtOutput,
    output logic [15:11] addressRdOutput,
    output logic [31:0] dataRsOutput,
    output logic [31:0] dataRtOutput,
    output logic [5:0] funcOutput
);
always_ff @(posedge clk) begin 
    if(reset | hazard | branchControlExInput)begin
        pc4Output<=0;
        memToRegOutput<=0;
        regWriteOutput<=0;
        memWriteOutput<=0;
        memReadOutput<=0;
        aluOpOutput<=0;
        aluSrcOutput<=0;
        regDstOutput<=0;
        branchOutput<=0;
        immediateExtendedOutput<=0;
        addressRsOutput<=0;
        addressRtOutput<=0;
        addressRdOutput<=0;
        dataRsOutput<=0;
        dataRtOutput<=0;
        funcOutput<=0;
    end
    else begin
        pc4Output<=pc4Input;
        memToRegOutput<=memToRegInput;
        regWriteOutput<=regWriteInput;
        memWriteOutput<=memWriteInput;
        memReadOutput<=memReadInput;
        aluOpOutput<=aluOpInput;
        aluSrcOutput<=aluSrcInput;
        regDstOutput<=regDstInput;
        branchOutput<=branchInput;
        immediateExtendedOutput<=immediateExtendedInput;
        addressRsOutput<=addressRsInput;
        addressRtOutput<=addressRtInput;
        addressRdOutput<=addressRdInput;
        dataRsOutput<=dataRsInput;
        dataRtOutput<=dataRtInput;
        funcOutput<=funcInput;
    end
end
endmodule
==> flow/run.sh <==
#!/bin/bash
# OpenROAD 26Q1-2900-gdf79404cd8, Yosys 0.63+post, stock flow scripts
make -C /OpenROAD-flow-scripts/flow DESIGN_CONFIG=/design/flow/config.mk WORK_HOME=/design/flow/orfs finish
==> flow/config.mk <==
export PLATFORM = sky130hd
export DESIGN_NAME = id_ex
export DESIGN_NICKNAME = id_ex
export VERILOG_FILES = /design/flow/design.v
export SDC_FILE = /design/flow/constraint.sdc
export NUM_CORES = 4
export LEC_CHECK = 1
export CORE_UTILIZATION = 30
==> flow/constraint.sdc <==
current_design id_ex

set clk_period 1.0
set clk_io_pct 0.2

create_clock -name clk0 -period $clk_period [get_ports {clk}]

set non_clock_inputs [all_inputs -no_clocks]
set_input_delay [expr $clk_period * $clk_io_pct] -clock clk0 $non_clock_inputs
set_output_delay [expr $clk_period * $clk_io_pct] -clock clk0 [all_outputs]
==> Slide: Implementation Results <==
Key Metrics from the Run

Status
  • Status: complete, but fails checks
  • Failing checks: setup timing

Synthesis
  • Cells after synthesis: 376
  • Yosys cell types: 7
  • Cell taking the most area after synthesis: dfxtp_1
  • Top-area cell share: 57.1%
  • Synth warnings: 1
  • Top cells by area: dfxtp_1 57%, nor4b_2 24%, nor4b_1 11%
  • Syn Area/Cell: 15.0 sq um
  • Yosys cell count: 376
  • Post-synth seq share: 57.1%
  • Synthesized cell area: 5650 sq um
  • Registers, synthesis: 161
  • Yosys chip area: 5650 sq um

Place
  • Port bufs: 325
  • Final HPWL DP: 12.5 mm
  • Routability cong.: 0.802

Clock network
  • Clk pin slew, worst setup/hold paths: 0.06 ns
  • Setup repair bufs after CTS: 0
  • Hold buffer count at CTS: 0
  • CTS Buf Count: 17
  • H-tree levels: 4
  • CTS Root Cell: clkbuf_16
  • CTS sink cnt: 161
  • Clk buf depth: 2
  • CTS tree: built

Hold path
  • HP Class: in2reg
  • Hold Path Depth: 3

Die
  • Die X: 139 um
  • Die Ht: 139 um
  • Fp_density: 31.0%
  • Core area: 18200 sq um
  • Cell row count: 49
  • I/O pin count: 326
  • Chip area: 19400 sq um

Timing
  • Final worst path period share: 108%
  • Slew HR: 62.7%
  • Final hold violations: 0
  • RSZ-0062 raised after global routing: true
  • Period minus WS final: 1.08 ns
  • Max frequency: 922 MHz
  • Final TNS setup: -2.95 ns
  • Worst Max-Slew Pin Slew: 0.560 ns
  • Fin. max-slew vios: 0
  • Minimum hold slack: 0.194 ns
  • Final worst slack: -0.0846 ns
  • Finish-stage setup viols: 160

Job
  • Max-Cap Viols: 0
  • Tool warnings: 27

Finish
  • Register Area: 3280 sq um
  • Layout cells sized above 1: 51.4%
  • Fillers: 1602
  • Layout area overhead: 61.1%
  • Gate Area: 1970 sq um

Routing
  • Routed len/inst: 17.7 um
  • DR pass1 iterations: 29
  • Remaining antenna violation count after routing: 0
  • Inserted Diodes: 0
  • Drt drc: 0
  • Vias per cell: 4.62
  • DR vias: 4418
  • Final wirelength: 17.0 mm
  • Initial drt markers: 190

Worst setup path
  • Crit-path max FO: 1
  • Slowest stage delay, CP: 0.36 ns
  • CP required: 0.80 ns
  • Slowest CP cell: dfxtp_2
  • CP endpoint kind: output pin
  • CP top delay family: flip-flops
  • Critical Path Start Type: flip-flop
  • CP cell instances: buf_2
  • Crit path buffers/inverters: 1
  • Critical Path AT: 0.88 ns
  • Critical Path Stages: 1
  • Crit Path Class: reg2out

GRT
  • Overall Global Routing Usage: 17.9%
  • Overflow after GRT: 0
  • First-pass GRT wire length: 26.2 mm
  • Initial antenna violation count: 0
  • Vias in the first global route: 4539
  • Largest net degree at the start of global routing: 59

Pwr
  • Leak Pwr: 3.68 nW
  • Cell area power density: 1620 nW/um^2
  • VDD IR max: 0.00126 V
## final cells by class
class                   count  share of cell area, %
multi-input cells         161                   21.7
flip-flops and latches    161                   36.0
well taps                 229                   3.15
repair buffers            374                   32.7
clock inverters            11                   1.43
clock buffers              20                   5.02
## cell usage after synthesis
master and instances:
dfxtp_1 161, buf_2 16, nor4b_2 90, buf_4 1, clkbuf_1 7, buf_6 30, nor4b_1 71
## registers in the layout, indices dropped and copies added (netlist names)
name                     count
immediateExtendedOutput     32
aluOpOutput                  4
memToRegOutput               1
dataRsOutput                32
dataRtOutput                32
regDstOutput                 1
addressRsOutput              5
addressRtOutput              5
branchOutput                 2
memWriteOutput               1
regWriteOutput               1
memReadOutput                1
addressRdOutput              5
pc4Output                   32
funcOutput                   6
aluSrcOutput                 1
## cells by family (layout without fill, tap and decap cells)
group                  count (synthesis)  in the layout  synth area share, %
DFF                                  161            161                 57.1
buffers and inverters                 54            405                 8.00
and+or+nand+nor                      161            161                 34.9
## stage by stage
stage	setup WS, ns	total power, mW	util [%]	std cells	area [sq um]
floorplan	0.0719	7.44	-	376	5650
detailed placement	-0.151	8.59	50.8	925	9250
global route	-0.125	15.3	50.0	956	9100
CTS	-0.104	14.9	49.9	956	9090
finish	-0.0846	14.7	50.0	956	9100
global placement	-0.137	8.57	50.8	925	9250
## repair_timing
| action | in CTS | in global routing |
|---|---|---|
| gates cloned | 0 | 0 |
| endpoints found under the hold margin | 0 | 0 |
| gates resized | 547 | 4 |
| endpoints found under the setup margin | 161 | 161 |
## cells in the final DEF, fill, tap and decap left out, types with 2 or more instances in the layout
cell type and n:
buf_6 6, buf_4 38, buf_12 11, clkinvlp_4 4, dfxtp_2 40, nor4b_1 71, dfxtp_1 120, clkbuf_16 17
clkdlybuf4s50_1 161, clkbuf_8 2, bufinv_16 2, nor4b_2 90, inv_6 3, buf_2 158
## path summary, 6_finish.rpt
path	startpoint	end	slack [ns]
setup / recovery	memReadOutput	memReadOutput	-0.08
hold / removal	branchControlExInput	pc4Output[20]	0.19
## where the power goes
part / internal [mW] / total [mW] / switching, mW
combinational: 1.05 / 1.65 / 0.594
sequential: 6.59 / 6.64 / 0.0451
clock: 3.82 / 6.44 / 2.63
total: 11.5 / 14.7 / 3.26
## routing by layer
layer	track usage [%]	up-vias	wire, um
li1	-	2095	-
met1	24.4	2075	7180
met2	28.6	235	7940
met3	6.45	13	1620
met4	2.28	0	225
met5	0	-	0
Power and IR drop assume default switching activity.
