**design.v**
```verilog
package libMdlu;
    parameter MDLU_MULT = 0;
    parameter MDLU_DIV = 1;
    parameter MDLU_ZERO = 2;
endpackage
package libAlu;
    parameter ALU_ADD = 0;
    parameter ALU_AND = 1;
    parameter ALU_LUI = 2;
    parameter ALU_OR = 3;
    parameter ALU_SLL = 4;
    parameter ALU_SLT = 5;
    parameter ALU_SRA = 6;
    parameter ALU_SRL = 7;
    parameter ALU_SUB = 8;
    parameter ALU_ZERO = 9;
    parameter ALU_MULT = 10;
    parameter ALU_DIV = 11;
    parameter ALU_MFHI = 12;
    parameter ALU_MFLO = 13;
    parameter ALU_NOR = 14;
    parameter ALU_XOR = 15;
endpackage
package libInstructions;
    parameter R =    6'b000000;
    parameter J =    6'b000010;
    parameter BEQ =  6'b000100;
    parameter BNE =  6'b000101;
    parameter SLT =  6'b101010;
    parameter LW =   6'b100011;
    parameter SW =   6'b101011;
    parameter LUI =  6'b001111;
    parameter ADDI = 6'b001000;
    parameter ANDI = 6'b001100;
    parameter ORI =  6'b001101;
    parameter XORI = 6'b001110;
    parameter SLTI = 6'b001010;
endpackage
package libFunctions;
    parameter FUNC_ADD = 6'b100000; 
    parameter FUNC_SUB = 6'b100010;
    parameter FUNC_SLLV = 6'b000100;
    parameter FUNC_SRLV = 6'b000110;
    parameter FUNC_SRAV = 6'b000011;
    parameter FUNC_AND = 6'b100100;
    parameter FUNC_OR = 6'b100101;
    parameter FUNC_XOR = 6'b100110;
    parameter FUNC_SLT = 6'b101010;
    parameter FUNC_MULT = 6'b011000;
    parameter FUNC_DIV = 6'b011010;
    parameter FUNC_MFHI = 6'b010000;
    parameter FUNC_MFLO = 6'b010010;
endpackage
package libAritimeticalControl;
    parameter ARCTRL_ZERO = 0;
    parameter ARCTRL_FUNC = 1;
    parameter ARCTRL_ADD = 2;
    parameter ARCTRL_SUB = 3;
    parameter ARCTRL_LU = 4;
    parameter ARCTRL_AND = 5;
    parameter ARCTRL_OR = 6;
    parameter ARCTRL_XOR = 7;
    parameter ARCTRL_SLT = 8;
endpackage
module ex_mem(
    input logic clk,
    input logic reset,
    input logic memToRegInput,
    input logic regWriteInput,
    input logic memWriteInput,
    input logic memReadInput,
    input logic [31:0] aluResultInput,
    input logic [31:0] memWriteDataInput,
    input logic [4:0] regWriteAddressInput,
    output logic memToRegOutput,
    output logic regWriteOutput,
    output logic memWriteOutput,
    output logic memReadOutput,
    output logic [31:0] aluResultOutput,
    output logic [31:0] memWriteDataOutput,
    output logic [4:0] regWriteAddressOutput
);
always_ff @(posedge clk) begin
    if(reset) begin
        memToRegOutput<=0;
        regWriteOutput<=0;
        memWriteOutput<=0;
        memReadOutput<=0;
        aluResultOutput<=0;
        memWriteDataOutput<=0;
        regWriteAddressOutput<=0;
    end
    else begin
        memToRegOutput<=memToRegInput;
        regWriteOutput<=regWriteInput;
        memWriteOutput<=memWriteInput;
        memReadOutput<=memReadInput;
        aluResultOutput<=aluResultInput;
        memWriteDataOutput<=memWriteDataInput;
        regWriteAddressOutput<=regWriteAddressInput;
    end    
end
endmodule
```
**run.sh**
```bash
#!/bin/bash
# OpenROAD 26Q1-2900-gdf79404cd8, Yosys 0.63+post, stock flow scripts
make -C /OpenROAD-flow-scripts/flow DESIGN_CONFIG=/design/flow/config.mk WORK_HOME=/design/flow/orfs finish
```
**config.mk**
```make
export PLATFORM = sky130hd
export DESIGN_NAME = ex_mem
export DESIGN_NICKNAME = ex_mem
export VERILOG_FILES = /design/flow/design.v
export SDC_FILE = /design/flow/constraint.sdc
export NUM_CORES = 4
export LEC_CHECK = 1
export CORE_UTILIZATION = 50
```
**constraint.sdc**
```tcl
current_design ex_mem

set clk_period 1.0
set clk_io_pct 0.2

create_clock -name clk0 -period $clk_period [get_ports {clk}]

set non_clock_inputs [all_inputs -no_clocks]
set_input_delay [expr $clk_period * $clk_io_pct] -clock clk0 $non_clock_inputs
set_output_delay [expr $clk_period * $clk_io_pct] -clock clk0 [all_outputs]
```
==> run notes <==
Implementation results. The run stopped with a tool error. Per the run summary, the flow got no further than 3_5_place_dp. The tool reported: "[ERROR DPL-0036] Detailed placement failed". Number of port buffers landed at between 100 and 150.

Share of synthesized area occupied by flip-flops and latches landed at between 70 and 80%. Synthesized chip area reported by yosys landed at 2010 um^2. The commonest cells after synthesis are dfxtp_1 (73), nor2b_1 (73), buf_6 (8). Async set or reset register ratio after synthesis landed at 0%. Pin placement for this block handled ~150 I/O pins. The commonest register cell is dfxtp_1. Synthesis instantiated 3 different standard cells from the library.

Final weighted congestion of routability-driven global placement landed at between 0.8 and 0.9. dfxtp_1 takes more of the synthesized area than any other cell. Yosys attributes the largest share of cell area to dfxtp_1 (73%), nor2b_1 (23%), buf_6 (4.5%). Count of warnings emitted by yosys landed at 1. Number of enable flip-flop cells landed at 0. Per the Yosys statistics, synthesis produced 154 cells. Share of the core filled by cells before placement landed at 53.6%. The floorplan has 22 rows. Summed over its instances, the top area cell type makes up 72.8% of the synthesized netlist area. Flip-flop and latch count after synthesis landed at approximately 73.

In this run the cell area of the synthesized design comes to approximately 2000 um^2. For reference, the post-synthesis area per instance comes to between 10 and 15 um^2. Die extent in y landed at 65.4 um. In the synthesized netlist, the number of instances is 154. Width of the die landed at ~65 um.
-- metrics by stage --
stage / setup WS [ns] / power [mW] / instances / hold WS (ns)
floorplan: 0.399 / 3.28 / 154 / 0.328
global placement: 0.0346 / 3.85 / 344 / 0.540
-- cell families after synthesis --
family	Yosys count	synth area share, %
AND/OR/NAND/NOR	73	22.7
flip-flops	73	72.8
buffers and inverters	8	4.49
Power and IR drop assume default switching activity.
