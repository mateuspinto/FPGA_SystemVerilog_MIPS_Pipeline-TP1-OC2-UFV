==> design.v <==
package libMdlu;
    parameter MDLU_MULT = 0;
    parameter MDLU_DIV = 1;
    parameter MDLU_ZERO = 2;
endpackage
package libAlu;
    parameter ALU_ADD = 0;
    parameter ALU_AND = 1;
    parameter ALU_LUI = 2;
    parameter ALU_OR = 3;
    parameter ALU_SLL = 4;
    parameter ALU_SLT = 5;
    parameter ALU_SRA = 6;
    parameter ALU_SRL = 7;
    parameter ALU_SUB = 8;
    parameter ALU_ZERO = 9;
    parameter ALU_MULT = 10;
    parameter ALU_DIV = 11;
    parameter ALU_MFHI = 12;
    parameter ALU_MFLO = 13;
    parameter ALU_NOR = 14;
    parameter ALU_XOR = 15;
endpackage
package libInstructions;
    parameter R =    6'b000000;
    parameter J =    6'b000010;
    parameter BEQ =  6'b000100;
    parameter BNE =  6'b000101;
    parameter SLT =  6'b101010;
    parameter LW =   6'b100011;
    parameter SW =   6'b101011;
    parameter LUI =  6'b001111;
    parameter ADDI = 6'b001000;
    parameter ANDI = 6'b001100;
    parameter ORI =  6'b001101;
    parameter XORI = 6'b001110;
    parameter SLTI = 6'b001010;
endpackage
package libFunctions;
    parameter FUNC_ADD = 6'b100000; 
    parameter FUNC_SUB = 6'b100010;
    parameter FUNC_SLLV = 6'b000100;
    parameter FUNC_SRLV = 6'b000110;
    parameter FUNC_SRAV = 6'b000011;
    parameter FUNC_AND = 6'b100100;
    parameter FUNC_OR = 6'b100101;
    parameter FUNC_XOR = 6'b100110;
    parameter FUNC_SLT = 6'b101010;
    parameter FUNC_MULT = 6'b011000;
    parameter FUNC_DIV = 6'b011010;
    parameter FUNC_MFHI = 6'b010000;
    parameter FUNC_MFLO = 6'b010010;
endpackage
package libAritimeticalControl;
    parameter ARCTRL_ZERO = 0;
    parameter ARCTRL_FUNC = 1;
    parameter ARCTRL_ADD = 2;
    parameter ARCTRL_SUB = 3;
    parameter ARCTRL_LU = 4;
    parameter ARCTRL_AND = 5;
    parameter ARCTRL_OR = 6;
    parameter ARCTRL_XOR = 7;
    parameter ARCTRL_SLT = 8;
endpackage
import libAlu::*;
module alu(
    input logic reset,
    input logic [3:0] control,
    input logic [31:0] numberA,
    input logic [31:0] numberB,
    output logic [31:0] result,
    output logic zero);
    always_comb begin
        if(reset) begin
            result <= 0;
        end
        else begin
            case (control)
                ALU_ADD: result <= numberA + numberB;
                ALU_SUB: result <= numberA - numberB;
                ALU_AND: result <= numberA & numberB;
                ALU_OR:  result <= numberA | numberB;
                ALU_XOR: result <= numberA ^ numberB;
                ALU_NOR: result <= ~numberA | ~numberB;
                ALU_LUI: result <= {numberB[15:0],{16'b0}};
                ALU_SLL: result <= numberB << numberA[4:0];
                ALU_SLT: result <= (numberA[31] != numberB[31]) ? ({{31'b0}, numberA[31]}) : ({{31'b0}, numberA < numberB});
                ALU_SRA: result <= $signed(numberB) >>> numberA[4:0];
                ALU_SRL: result <= numberB >> numberA[4:0];
                ALU_ZERO: result <= 0;
                default:  result <= 0;
            endcase
        end
    end
    assign zero = (result == 0);
endmodule
==> run.sh <==
#!/bin/bash
# OpenROAD 26Q1-2900-gdf79404cd8, Yosys 0.63+post, stock flow scripts
make -C /OpenROAD-flow-scripts/flow DESIGN_CONFIG=/design/flow/config.mk WORK_HOME=/design/flow/orfs finish
==> config.mk <==
export PLATFORM = sky130hd
export DESIGN_NAME = alu
export DESIGN_NICKNAME = alu
export VERILOG_FILES = /design/flow/design.v
export SDC_FILE = /design/flow/constraint.sdc
export NUM_CORES = 4
export LEC_CHECK = 1
export CORE_UTILIZATION = 40
==> constraint.sdc <==
current_design alu

set clk_period 17.6
set clk_io_pct 0.2

create_clock -name clk0 -period $clk_period

set non_clock_inputs [all_inputs -no_clocks]
set_input_delay [expr $clk_period * $clk_io_pct] -clock clk0 $non_clock_inputs
set_output_delay [expr $clk_period * $clk_io_pct] -clock clk0 [all_outputs]
==> results_slide.txt <==
Synthesis and Place & Route Summary

Run status
  – Result of the run: completed

Global route
  – Vias in the first global route: 12,613
  – Initial antenna violation count: 1
  – GR Layer Usage met3: 0.105
  – GR Overflow Total: 0
  – Global-route wire length before repair: 87,700 um
  – Met2 layer usage reported by global route: 0.646
  – Met1 layer usage reported by global route: 0.616
  – Busiest layer in global routing: met2
  – Pin count of the biggest net entering global routing: 64
  – GRT Overall Usage: 0.437

Floorplanning
  – Count of standard-cell rows: 59
  – Die boundary height: 166 um
  – FP Util: 0.409
  – Die X: 166 um
  – Number of I/O pins: 102
  – Total die size: 0.0275 sq mm
  – Core ar.: 0.0262 sq mm

Placed design
  – # port buffers: 102
  – Half-perimeter wire length of the detailed placement result: 46,100 um
  – Routability cong.: 1.08
  – Instance area after placement: 0.0119 sq mm
  – Inst Count DP: 1,915

Power
  – Switching share of power: 0.638
  – Overall power: 388 uW
  – Areal power density over the cells: 32.6 mW/mm^2
  – Combinational Power Share: 1.000
  – Leakage power total: 4.75 nW
  – Clock group share of total power: 0
  – Worst VDD drop: 0.0266 mV
  – Internal power of the cells: 140 uW
  – Flop pwr share: 0
  – Net switching component of the power: 248 uW

Layout
  – Combined flip-flop and latch cell area: 0 sq um
  – Clock buffer count in the final layout: 0
  – Highest-count cells in the layout ignoring fill and taps: sky130_fd_sc_hd__nand2_1, sky130_fd_sc_hd__nor2_1, sky130_fd_sc_hd__a21oi_1
  – Layout cell share with drive strength beyond 1: 0.101
  – Area growth from synthesis to final layout: 11.1%
  – Area of all placed cells without fillers: 0.0119 sq mm
  – Most numerous logic cell after layout: sky130_fd_sc_hd__nand2_1
  – Non-filler instance count after layout: 1,916
  – Number of sequential cells in the layout: 0

Worst hold path
  – Worst hold path class: in2out

Timing
  – Number of pins with negative max-slew slack in the final report: 0
  – Setup repair after global routing missed its margin: false
  – Peak Freq: 0.0769 GHz
  – Ratio of final minimum period to clock period: 0.738
  – Worst slew margin relative to its limit: 0.284
  – Number of setup violations in the final report: 0
  – Final setup TNS: 0 ns
  – Hold violation total from the final report: 0
  – Minimum clock period after layout: 13.00 ns
  – Slew @ Worst Pin: 1.05 ns

Drt
  – Number of antenna-violating nets in the routed design: 0
  – Number of DRC violations after detailed-routing iteration 0: 1,976
  – Overall via count from detail_route: 13,800
  – Drt first pass iters: 32
  – Residual DRC count: 0
  – Per-cell via count in the routed design: 7.20
  – Routed wire length: 60,300 um
  – Detail-routed net length per standard cell: 31.5 um

Worst setup path
  – Worst Path Required: 14.08 ns
  – Arrival time of the worst setup path: 9.48 ns
  – Peak fanout along the critical path: 14
  – Critical Setup Path Class: in2out
  – Setup crit end kind: output port
  – Critical path startpoint category: primary input

Logic synthesis
  – Cell count in the Yosys report: 1,566
  – Chip area estimate from yosys synthesis: 0.0107 sq mm
  – Distinct lib cells: 91
  – Sequential element share of the synthesized area: 0
  – Synthesis warning total: 1
  – Summed instance area of the synthesized netlist: 0.0107 sq mm
  – Mean area per synthesized cell: 6.85 sq um
  – Gate count after technology mapping: 1,566

Job
  – Number of warnings in the stage logs: 99
  – Max-cap violations: 0

Clocking
  – Hold buffer count at cts: 0
  – Setup Fix Bufs, Post-CTS: 0
  – Resized Gates After CTS: 0
## cells by family after synthesis
kind of cell               after synthesis  share of synthesized area
muxes                                  140                      0.182
xor gates and xnor gates                10                    0.00817
buffers and inverters                  234                     0.0902
AOI/OAI and AO/OA                      524                      0.340
and+or+nand+nor                        557                      0.260
adders and majority gates              101                      0.119
## cells in the mapped netlist (20+ instances only)
library cell | count | area share
sky130_fd_sc_hd__mux4_2 | 39 | 0.082
sky130_fd_sc_hd__buf_2 | 35 | 0.016
sky130_fd_sc_hd__o211ai_1 | 22 | 0.015
sky130_fd_sc_hd__nor3_1 | 57 | 0.027
sky130_fd_sc_hd__nand2b_1 | 20 | 0.012
sky130_fd_sc_hd__a31oi_1 | 25 | 0.015
sky130_fd_sc_hd__mux2i_1 | 61 | 0.057
sky130_fd_sc_hd__a21oi_1 | 111 | 0.052
sky130_fd_sc_hd__mux2_2 | 30 | 0.032
sky130_fd_sc_hd__nand2_1 | 147 | 0.051
sky130_fd_sc_hd__ha_1 | 99 | 0.12
sky130_fd_sc_hd__inv_1 | 98 | 0.034
sky130_fd_sc_hd__a211oi_1 | 28 | 0.020
sky130_fd_sc_hd__nor2_1 | 143 | 0.050
sky130_fd_sc_hd__nor4_1 | 20 | 0.012
sky130_fd_sc_hd__o21ai_0 | 79 | 0.037
sky130_fd_sc_hd__o22ai_1 | 32 | 0.019
sky130_fd_sc_hd__nand3_1 | 37 | 0.017
sky130_fd_sc_hd__clkbuf_1 | 80 | 0.028
## power groups by stage
| stage | logic (mW) | clock network [mW] | registers [mW] |
|---|---|---|---|
| final | 0.388 | 0.0000000113 | 0 |
| after global routing | 0.407 | 0 | 0 |
| after CTS | 0.374 | 0 | 0 |
## worst paths after layout
| path | from | to | cells past startpoint |
|---|---|---|---|
| worst max-delay path | numberB[7] | zero | 15 |
| worst min-delay path | numberA[3] | result[2] | 7 |
## metrics by stage
stage	setup WS, ns	utilization	hold WS (ns)
finish	4.60	0.455	8.36
floorplan	7.05	-	7.20
CTS	4.74	0.455	8.31
global route	4.31	0.455	8.34
detailed placement	4.77	0.455	8.30
global placement	4.69	0.455	8.31
## layout make-up
class              count  area, sq um
well taps            335          419
diodes                 1         2.50
multi-input cells   1332         9780
fillers             2742        14300
inverters             99          372
repair buffers       149         1350
## critical path: stages
cell,delay (ns)
sky130_fd_sc_hd__clkdlybuf4s50_1,0.96
sky130_fd_sc_hd__inv_1,0.14
sky130_fd_sc_hd__ha_1,0.48
sky130_fd_sc_hd__nor4_1,0.75
sky130_fd_sc_hd__nor2_1,0.12
sky130_fd_sc_hd__nand2_1,0.18
sky130_fd_sc_hd__nand4_1,0.28
sky130_fd_sc_hd__a311oi_1,0.55
sky130_fd_sc_hd__o21ai_0,0.33
sky130_fd_sc_hd__a211oi_1,0.57
sky130_fd_sc_hd__nand4bb_1,0.43
sky130_fd_sc_hd__nor2_1,0.20
sky130_fd_sc_hd__a41oi_1,0.17
sky130_fd_sc_hd__nor4b_2,0.28
sky130_fd_sc_hd__clkdlybuf4s50_1,0.50
## metal layers
layer  part of all wire  vias up  routed length, um
met1               0.40     6498              24400
met3               0.12      219               7270
met5                  0        -                  0
li1                   -     6037                  -
met4              0.054        0               3240
met2               0.42     1046              25400
Power and IR drop assume default switching activity.
